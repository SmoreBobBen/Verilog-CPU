==> flow/design.v <==
module ALU #(
    parameter WIDTH_A = 64,
    parameter WIDTH_B = 64,
    parameter WIDTH_OUTPUT = 128
) (
    input clk,
    input reset,
    input   [2:0]               opcode_i,
    input   [WIDTH_A-1:0]       A_i,
    input   [WIDTH_B-1:0]       B_i,
    output  [WIDTH_OUTPUT-1:0]  result_o
);
    localparam OPCODE_ADD   = 3'b001;
    localparam OPCODE_SUB   = 3'b010;
    localparam OPCODE_MULT  = 3'b011;
    logic [WIDTH_OUTPUT-1:0] result_l;
    assign result_o = result_l;
    always_comb begin
        case (opcode_i)  
            OPCODE_ADD: result_l = A_i + B_i;
            OPCODE_SUB: result_l = A_i - B_i;
            OPCODE_MULT: result_l = A_i * B_i;
            default: result_l = 0;
        endcase
    end
endmodule
==> flow/run.sh <==
#!/bin/bash
# OpenROAD 26Q1-2900-gdf79404cd8, Yosys 0.63+post, stock flow scripts
make -C /OpenROAD-flow-scripts/flow DESIGN_CONFIG=/design/flow/config.mk WORK_HOME=/design/flow/orfs finish
==> flow/config.mk <==
export PLATFORM = sky130hd
export DESIGN_NAME = ALU
export DESIGN_NICKNAME = ALU
export VERILOG_FILES = /design/flow/design.v
export SDC_FILE = /design/flow/constraint.sdc
export NUM_CORES = 4
export LEC_CHECK = 1
export CORE_UTILIZATION = 30
==> flow/constraint.sdc <==
current_design ALU

set clk_period 44.7
set clk_io_pct 0.2

create_clock -name clk0 -period $clk_period

set non_clock_inputs [all_inputs -no_clocks]
set_input_delay [expr $clk_period * $clk_io_pct] -clock clk0 $non_clock_inputs
set_output_delay [expr $clk_period * $clk_io_pct] -clock clk0 [all_outputs]
==> run summary <==
Physical implementation

As logged by OpenROAD, the buffers inserted on ports number 259. Across all layers, the routed design uses 104,000 vias. The cell count after placement is 21,000.

The area enclosed by the die boundary is 0.460 mm². The total negative setup slack is 0 ns. The post-placement setup slack is 13.69 ns. The post-route antenna net violation count is 0. The mapped netlist covers 0.137 mm².

Dividing the final minimum period by the clock period gives 70.0%. The finished layout holds 21,100 standard cells, fillers aside. Max-slew check failures listed in the final report amount to 0. Setup repair after global routing left no endpoint under its margin.

TritonRoute reported its final design rule violation total as 0. The number of instances resized during post-cts repair is 0. The type of the worst setup path is in2out. The layout cell share with drive strength beyond 1 is 3.75%.

The final count of negative-setup-slack endpoints is 0. The peak per-stage delay on the critical path is 0.85 ns. The critical path startpoint category is an input pin. The initial antenna violation count came to 53. The global-route congestion overflow total is 0. For this configuration, the core starts out at a cell density of 30.2%.

The most common cell type on the critical path is fa_1. The footprint of the flip-flops and latches is 0 µm². Across all checked pins, the minimum headroom to the slew limit is 18.2%. Hold timing on the final database bottoms out at a slack of 19.02 ns. The placer's final routability congestion estimate is 1.02. The critical path in the final layout is reported with a setup slack of 13.41 ns. The endpoint arrival time on the critical path is 22.35 ns. After detailed routing, the number of vias per cell comes to 4.95. The detailed placement HPWL is 421,000 µm.

In the global route stage, overall resource usage came out at 24.3%. The number of maximum-capacitance constraint violations is 0. For this design, Yosys synthesis ends with a cell count of 15,600.

The cell count after synthesis is 15,600. The summed standard-cell area reported by yosys is 0.137 mm². The area share of the leading cell type in the synthesized netlist is 56.0%. According to the floorplan report, the placeable core area is 0.454 mm².

Warnings reported by Yosys during synthesis add up to 1. In this run the tools logged warnings totalling 100. In the final layout, the clock buffer count is 0. Hold repair after CTS inserted 0 buffers. The post-CTS setup repair buffer count is 0. The horizontal die size is 678 µm. Looking at the max-slew report, the worst-margin pin has a slew of 1.21 ns. The placement row count is 247. The OpenROAD report gives the critical path a required time of 35.76 ns. In this run the layout overhead on the synthesized area is reported as 5.66%.

The path class of the lowest-slack min-delay path is in2out. The average wire length per cell after detail routing is 24.4 µm. The category of the worst setup path capture point is a primary output.

By area the synthesized netlist is led by fa_1 56%, inv_1 10%, and2_1 8.3%, ha_1 7.2%, nand2_1 6.6%. The time the worst path needs with I/O delays and setup is 31.29 ns. In the final report, the number of hold violations comes to 0. Timing would allow up to 32.0 MHz. The critical-path maximum fanout is 30. After synthesis, flip-flops and latches occupy 0% of the total area. The filler cells instantiated in the layout total 47,200.

The first detailed-routing pass took 8 iterations. The wire length of the first global-routing pass is 775,000 µm. The number of sequential cells reported for the layout is 0.

Pin placement for this block handled 261 I/O pins. The cell taking the most area after synthesis is fa_1. The via count of the first global-routing pass is 115,000. The count of unique library cells instantiated by Yosys is 96. The cell with the largest stage delay on the worst path is nor4_1. The vertical die dimension reported for this design is 678 µm. Entering global routing, the biggest net connects 51 pins. The per-instance average area after synthesis is 8.81 µm². For this block, the initial DRC count from the detailed router was 4,819. The detailed router reported a total wirelength of 515,000 µm.

The run finished with clean final reports.
==> metal layers <==
| metal | routed length (µm) | part of all wire (%) | global-route usage (%) | vias up |
|---|---|---|---|---|
| met5 | 652 | 0.13 | 0.833 | - |
| met1 | 174000 | 34 | 28.2 | 53800 |
| met3 | 73800 | 14 | 13.8 | 1161 |
| met4 | 29600 | 5.8 | 10.2 | 54 |
| li1 | - | - | - | 43900 |
| met2 | 237000 | 46 | 37.0 | 5374 |
==> synth_stat cells (26+ instances only) <==
cell / instances
inv_1: 3695
a221oi_1: 52
o21a_1: 30
o21bai_1: 74
nand4_1: 77
o21ai_0: 162
a31oi_1: 26
o21ai_2: 59
o31ai_1: 30
ha_1: 786
xnor2_1: 81
nor2_1: 316
o22ai_1: 83
o21ai_1: 46
a21oi_1: 346
nand2_1: 2396
clkbuf_1: 1034
fa_1: 3837
nand2b_1: 26
a21o_1: 80
nand3_1: 41
nor3_1: 55
xor2_1: 55
nor4_1: 36
and2_1: 1814
==> critical path, delay by kind of cell <==
kind | cells | cell delay, ns
compound gates | 6 | 2.69
xor+xnor | 1 | 0.24
fa+ha+maj | 12 | 5.80
buf+inv | 8 | 2.33
simple gates | 4 | 2.27
==> placed cells by master, fill, tap and decap left out, types with 9 or more instances in the layout <==
cell type and instances:
fa_1 3837, inv_1 3695, nand2_1 2396, and2_1 1814, ha_1 786, a21oi_1 346
buf_4 321, nor2_1 315, o21ai_0 161, clkdlybuf4s50_1 132, buf_2 112, o22ai_1 83
xnor2_1 81, a21o_1 80, nand4_1 77, o21bai_1 74, o21ai_2 59, nor3_1 55
xor2_1 55, a221oi_1 52, o21ai_1 47, nand3_1 41, nor4_1 36, o21a_1 30
o31ai_1 30, a31oi_1 26, nand2b_1 26, nor2b_1 24, o211ai_1 21, diode_2 19
a211oi_1 19, and3_1 17, inv_2 13, or3_1 11, or2_2 11, a31o_2 9
==> cell type report <==
class | instances | area, µm² | share of cell area, %
antenna | 19 | 47.5 | 0.0328
inverter | 3708 | 13900 | 9.60
multi-input combinational | 10800 | 119000 | 82.2
tap | 5976 | 7480 | 5.16
timing repair buffer | 567 | 4330 | 2.99
==> through the flow <==
| stage | utilization [%] | cell area, µm² |
|---|---|---|
| 6_report | 31.9 | 145000 |
| 5_1_grt | 31.9 | 145000 |
| 4_1_cts | 31.9 | 145000 |
| 3_5_place_dp | 31.9 | 145000 |
| 3_3_place_gp | 31.9 | 145000 |
| 2_1_floorplan | - | 137000 |
==> path summary, 6_finish.rpt <==
path               startpoint            end  slack [ns]  cells after the start
setup / recovery      A_i[32]  result_o[127]       13.41                     31
hold / removal    opcode_i[2]    result_o[1]       19.02                      3
==> cell families (layout without fill, tap and decap cells) <==
group           count (synthesis)  after routing  share of synthesized area [%]
compound gates               1168           1168                           5.59
mux                             2              2                         0.0155
simple gates                 4866           4866                           17.2
other cells                     0             19                              0
fa+ha+maj                    4623           4623                           63.2
buf+inv                      4781           4275                           13.1
xor+xnor                      136            136                          0.868
